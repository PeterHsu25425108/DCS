==> design/flow/design.v <==
module inter(
  clk,
  rst_n,
  in_valid_1,
  in_valid_2,
  data_in_1,
  data_in_2,
  ready_slave1,
  ready_slave2,
  valid_slave1,
  valid_slave2,
  addr_out,
  value_out,
  handshake_slave1,
  handshake_slave2
);
input clk, rst_n, in_valid_1, in_valid_2;  
input [6:0] data_in_1, data_in_2;   
input ready_slave1, ready_slave2;  
output logic valid_slave1, valid_slave2;  
output logic [2:0] addr_out, value_out; 
output logic handshake_slave1, handshake_slave2;
parameter S_IDLE = 2'b00,
          S_master1 = 2'b01, 
          S_master2 = 2'b10,
          S_handshake = 2'b11;
logic [1:0] next_state;
logic [6:0] next_data1, next_data2;
logic [1:0] state;
logic [6:0] data1, data2;
logic in1, in2;
logic   next_in1, next_in2;
always_comb begin : comb_block
  if(in_valid_1) next_data1 = data_in_1;
  else next_data1 = data1;
  if(in_valid_2) next_data2 = data_in_2;
  else next_data2 = data2;
  casez(state)
    S_IDLE: begin
      if(in1) next_state = S_master1;
      else if(in2) next_state = S_master2;
      else next_state = S_IDLE;
      if(in_valid_1 || in_valid_2) begin
        next_in1 = in_valid_1;
        next_in2 = in_valid_2;
      end
      else begin
        next_in1 = in1;
        next_in2 = in2;
      end
      valid_slave1 = 0;
      valid_slave2 = 0;
      addr_out = 0;
      value_out = 0;
      handshake_slave1 = 0;
      handshake_slave2 = 0;
    end
    S_master1: begin  
      if(!data1[6]) begin
        if(valid_slave1 && ready_slave1) begin
          next_state = S_handshake;
        end
        else begin
          next_state = S_master1;
        end
      end
      else begin
        if(valid_slave2 && ready_slave2) begin
          next_state = S_handshake;
        end
        else begin
          next_state = S_master1;
        end
      end
      next_in1 = in1;
      next_in2 = in2;
      valid_slave1 = !data1[6];
      valid_slave2 = data1[6];
      addr_out = data1[5:3];
      value_out = data1[2:0];
      handshake_slave1 = 0;
      handshake_slave2 = 0;
    end
    S_master2: begin  
      if(!data2[6]) begin
        if(valid_slave1 && ready_slave1) begin
          next_state = S_handshake;
        end
        else begin
          next_state = S_master2;
        end
      end
      else begin
        if(valid_slave2 && ready_slave2) begin
          next_state = S_handshake;
        end
        else begin
          next_state = S_master2;
        end
      end
      next_in1 = in1;
      next_in2 = in2;
      valid_slave1 = !data2[6];
      valid_slave2 = data2[6];
      addr_out = data2[5:3];
      value_out = data2[2:0];
      handshake_slave1 = 0;
      handshake_slave2 = 0;
    end
    S_handshake: begin
      next_state = S_IDLE;
      casez({in1, in2})
        2'b01: begin
          next_in1 = 0;
          next_in2 = 0;
        end
        2'b10: begin
          next_in1 = 0;
          next_in2 = 0;
        end
        2'b11: begin
          next_in1 = 0;
          next_in2 = 1;
        end
        default: begin
          next_in1 = 1'bx;
          next_in2 = 1'bx;
        end
      endcase
      if(in1) begin  
        valid_slave1 = !data1[6];
        valid_slave2 = data1[6];
      end
      else if(in2) begin  
        valid_slave1 = !data2[6];
        valid_slave2 = data2[6];
      end
      else begin  
        valid_slave1 = 0;
        valid_slave2 = 0;
      end
      casez({in1, in2})
        2'b1?: begin
          addr_out = data1[5:3];
          value_out = data1[2:0];
        end
        2'b01: begin
          addr_out = data2[5:3];
          value_out = data2[2:0];
        end
        default: begin
          addr_out = 3'bx;
          value_out = 3'bx;
        end
      endcase
      casez({in1, in2})
        2'b01: begin
          handshake_slave1 = 0;
          handshake_slave2 = 1;
        end
        2'b10: begin
          handshake_slave1 = 1;
          handshake_slave2 = 0;
        end
        2'b11: begin
          handshake_slave1 = 1;
          handshake_slave2 = 0;
        end
        default: begin
          handshake_slave1 = 1'bx;
          handshake_slave2 = 1'bx;
        end
      endcase
    end
    default: begin
    end
  endcase
end
always_ff @(posedge clk, negedge rst_n) begin : seq_block
  if(!rst_n)begin
    state <= S_IDLE;
    data1 <= 0;
    data2 <= 0;
    in1 <= 0;
    in2 <= 0;
  end
  else begin
    state <= next_state;
    in1 <= next_in1;
    in2 <= next_in2;
    data1 <= next_data1;
    data2 <= next_data2;
  end
end
endmodule
==> design/flow/run.sh <==
#!/bin/bash
# OpenROAD 26Q1-2900-gdf79404cd8, Yosys 0.63+post, stock flow scripts
make -C /OpenROAD-flow-scripts/flow DESIGN_CONFIG=/design/flow/config.mk WORK_HOME=/design/flow/orfs finish
==> design/flow/config.mk <==
export PLATFORM = sky130hd
export DESIGN_NAME = inter
export DESIGN_NICKNAME = inter
export VERILOG_FILES = /design/flow/design.v
export SDC_FILE = /design/flow/constraint.sdc
export NUM_CORES = 4
export LEC_CHECK = 1
export CORE_AREA = 10 10 93 93
export DIE_AREA = 0 0 103 103
==> design/flow/constraint.sdc <==
current_design inter

set clk_period 2.0
set clk_io_pct 0.2

create_clock -name clk0 -period $clk_period [get_ports {clk}]

set non_clock_inputs [all_inputs -no_clocks]
set_input_delay [expr $clk_period * $clk_io_pct] -clock clk0 $non_clock_inputs
set_output_delay [expr $clk_period * $clk_io_pct] -clock clk0 [all_outputs]
==> results.py <==
# Flow results
metrics = {
    "power_and_ir_drop": {
        "power.total_mw": 1.47,
        "pwr-share-comb_pct": 40.8,
        "power_frac_seq_pct": 38.4,
        "netSwitchingFraction_pct": 29.4,
        "ir_worst_vdd_uv": 580,
        "p_sw_mw": 0.433,
        "p_clk_share_pct": 20.8,
        "p_int_mw": 1.04,
        "p_per_area_nw_per_um2": 1010,
        "total_leakage_power_nw": 0.630,
    },
    "final_timing": {
        "period_used_pct": 97.3,
        "finalClockSkew_ns": 0.000732,
        "whs_ns": 0.492,
        "slew_violations": 0,
        "relSlewSlack_pct": 79.4,
        "fin_ws_ns": 0.0546,
        "worstMarginPinSlew_ns": 0.305,
        "max_freq_mhz": 514,
        "setup_tns_ns": 0,
        "fin_crit_ns": 1.95,
        "grt_setup_unrepaired": "false",
        "finalHoldViolCount": 0,
        "setup_viol": 0,
    },
    "placement": {
        "dp_hpwl_um": 1940,
        "pre_cts_ws_ns": 0.0529,
        "portBuffers": 29,
        "gp_congestion": 0.849,
    },
    "worst_setup_path": {
        "endpoint_kind": "output pin",
        "worstPathMaxFanout": 5,
        "path_class": "register to output pin",
        "crit_required_ns": 1.60,
        "crit_arrival_ns": 1.55,
        "crit_path_start_kind": "register",
    },
    "detailed_routing": {
        "wirelength_um": 2590,
        "post_drt_wl_per_cell_um": 13.3,
        "via_per_inst": 3.66,
        "antenna_left": 0,
        "vias": 714,
        "drc": 0,
        "num_antenna_cells": 0,
        "drt_iter0_markers": 51,
        "first_pass_iters": 4,
    },
    "finish": {
        "utilization_pct": 21.5,
        "seq_area_sq_um": 503,
        "drive_gt1_share_pct": 32.2,
        "comb_area_sq_um": 384,
        "nFillCells": 737,
        "area_growth_pct": 61.0,
    },
    "synth": {
        "synth_flop_count": 20,
        "edf_count": 0,
        "topCellsByArea": "dfrtp_1 (53%), mux2_2 (16%), a22o_1 (7.8%), dfstp_2 (2.9%), mux2i_1 (2.2%)",
        "synth-seq-area-share_pct": 55.6,
        "mappedNetlistArea_sq_um": 902,
        "synth_area_leader_cell": "dfrtp_1",
        "async_flop_share_pct": 100,
        "yosys-top-cells-count": "dfrtp_1 (19), mux2_2 (13), a22o_1 (8), inv_1 (5), nand2_1 (5)",
        "most_common_cell": "dfrtp_1",
        "avgSynthCellArea_sq_um": 12.7,
        "yosys-stat-cells": 71,
        "synth_top_area_share_pct": 52.7,
        "yosys_most_used_dff": "dfrtp_1",
        "synthCells": 71,
        "ys_warn_count": 1,
        "ys_area_sq_um": 902,
        "synth_cell_types": 21,
    },
    "global_routing": {
        "gr-total-overflow": 0,
        "grt_pass1_vias": 754,
        "antenna_found_initial": 0,
        "grt_pass1_wl_um": 3960,
        "grt_max_degree": 21,
        "grt_usage_pct": 4.88,
    },
    "floorplan": {
        "dieArea_sq_um": 10600,
        "fp_util_pct": 13.4,
        "core_area_sq_um": 6760,
        "die_y_um": 103,
        "ios": 30,
        "core.rowCount": 30,
        "die_width_um": 103,
    },
    "min_path": {
        "min_path_type": "primary input to async pin",
    },
    "cts": {
        "clock_sinks": 20,
        "cts.path.max_buffers": 2,
        "clock_tree.root_cell": "clkbuf_8",
        "cts_tree": "yes",
        "cts_buffers": 3,
        "cts.clk_slew.worst_paths_ns": 0.07,
        "insertion_delay_ns": 0.25,
        "htree_levels": 1,
        "cts_hold_buf": 0,
    },
    "job": {
        "warnings": 26,
        "drv_cap": 0,
    },
    "outcome": {
        "status": "completed",
    },
}
-- metrics by stage --
stage / area [sq um] / std cells
floorplan: 902 / 71
global placement: 1310 / 182
detailed placement: 1310 / 182
CTS: 1430 / 192
global route: 1450 / 195
finish: 1450 / 195
-- state kept, by name (all words and copies together) (netlist names) --
signal,count
data2,7
in1,1
in2,1
data1,7
state,4
-- power groups by stage --
stage                 Clock (mW)  Sequential (mW)  Combinational [mW]
final                      0.307            0.566               0.602
after global routing       0.324            0.578               0.658
after CTS                  0.313            0.568               0.565
-- repair_timing --
action / in CTS / in global routing
resized: 17 / 3
endpoints found under the setup margin: 8 / 3
pin swaps: 6 / 2
buffers inserted: 6 / 3
-- final timing paths --
check / startpoint / end / slack (ns) / cells after the start
max in group asynchronous: rst_n / state[0] / 1.24 / 2
min: rst_n / data1[5] / 0.49 / 2
min in group clk0: state[0] / state[0] / 0.50 / 2
max: in2 / addr_out[0] / 0.05 / 5
min reg2reg: state[0] / state[0] / 0.50 / 2
max reg2reg: in1 / in2 / 0.71 / 4
-- layer usage --
| metal | vias up | routed length (um) | GRT usage [%] | share of wire [%] |
|---|---|---|---|---|
| met5 | - | 0 | 0 | 0 |
| li1 | 352 | - | - | - |
| met2 | 29 | 1080 | 6.97 | 42 |
| met4 | 0 | 0 | 0.107 | 0 |
| met1 | 333 | 1310 | 7.18 | 51 |
| met3 | 0 | 199 | 1.96 | 7.7 |
-- final cells by class --
cell class	count	area share [%]
repair buffers	42	27.0
multi-input cells	44	26.4
well taps	80	6.89
clock buffers	4	3.79
flip-flops and latches	20	34.6
inverters	5	1.29
-- cells in the final DEF (no fill, tap or decap), drive strengths merged, types with 2 or more instances in the layout --
cell type and n:
mux2 13, o31ai 2, buf 14, inv 5, dfrtp 19, a22o 8
mux2i 2, o22ai 2, o21ai 2, clkdlybuf4s50 21, nand2 5, clkdlybuf4s15 5
clkbuf 4, nor2 2
-- worst max-delay path, stage by stage, from the launching register on --
cell and delay, ns:
dfrtp_1 0.38, nor2b_4 0.15, a21o_4 0.23, buf_4 0.14, a22o_1 0.21, clkdlybuf4s15_1 0.18
-- logic make-up (layout without fill, tap and decap cells) --
kind of cell / count (synthesis) / in the layout / share of synthesized area [%]
multiplexers: 15 / 15 / 18.4
buffers and inverters: 7 / 51 / 3.19
flip-flops: 20 / 20 / 55.6
AND-OR/OR-AND: 18 / 18 / 16.5
AND/OR/NAND/NOR: 11 / 11 / 6.24
No activity file was given, so power comes from the tool's default toggle rates.
