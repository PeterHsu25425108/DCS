$ cat flow/config.mk
export PLATFORM = sky130hd
export DESIGN_NAME = TL
export DESIGN_NICKNAME = TL
export VERILOG_FILES = /design/flow/design.v
export SDC_FILE = /design/flow/constraint.sdc
export NUM_CORES = 4
export LEC_CHECK = 1
export CORE_UTILIZATION = 40
$ cat flow/design.v
parameter MAIN_S = 3'b000,
          SIDE_S = 3'b001,
          MAIN_LT = 3'b010,
          SIDE_LT = 3'b011,
          DEFAULT = 3'b100,
          IDLE = 3'b101;
parameter RED = 2'b00,
          YELLOW = 2'b01,
          GREEN = 2'b10,
          LEFT = 2'b11;
parameter LTIMERSIZE = 4;
module Timer #(parameter TIMERWIDTH = 4)(
  clk, rst_n, tload, time_val,
  tdone
);
input logic clk, rst_n, tload;
input logic [TIMERWIDTH-1 : 0] time_val;
output logic tdone;
logic [TIMERWIDTH-1 : 0] timer_buffer, next_time;
logic buffer_zero;
always @(posedge clk or negedge rst_n) begin : timer_seq
  if(!rst_n) begin
    timer_buffer <= 0;
  end
  else begin
    timer_buffer <= next_time;
  end
end
always_comb begin : timer_comb
  buffer_zero = !(|timer_buffer);
  tdone = buffer_zero;
  if(tload) begin
    next_time = time_val;
  end
  else begin
    next_time = (buffer_zero) ? timer_buffer : timer_buffer -1;
  end
end
endmodule
module light_FSM(
  clk,
  rst_n,
  master_state,
  ldone,
  mains_nz,
  mainlt_nz,
  sides_nz,
  sidelt_nz,
  red_tval,
  lfsm_done,
  ltload,
  ltval,
  light_state
);
input logic clk, rst_n, ldone;
input logic [2:0] master_state;
input logic [LTIMERSIZE-1 : 0] red_tval;
input logic mains_nz, mainlt_nz, sides_nz, sidelt_nz;
output logic lfsm_done, ltload;
output logic [LTIMERSIZE-1 : 0] ltval;
output logic [1:0] light_state;
logic [1:0] curr_light_state;
logic [1:0]next_light_state;
always @(posedge clk or negedge rst_n) begin : light_seq
  if(!rst_n) begin
    curr_light_state <= GREEN;
  end
  else begin
    curr_light_state <= next_light_state; 
  end
end
always_comb begin : output_light_state
  light_state = curr_light_state;
end
always_comb begin : lfsmdone_comb
  lfsm_done = ldone;
end
always_comb begin : ltval_comb
  casez ({master_state,light_state})
    {MAIN_S,GREEN}: begin
      ltval = 0;
    end
    {MAIN_S,YELLOW}: begin
      if(mainlt_nz) begin
        ltval = 1;
      end
      else if(sides_nz || sidelt_nz) begin
        ltval = 0;
      end
      else begin
        ltval = 1;
      end
    end
    {MAIN_S,RED}: begin
      ltval = red_tval;
    end
    {MAIN_LT,LEFT}: begin
      ltval = 0;
    end
    {MAIN_LT, YELLOW}: begin
      if(sidelt_nz || sides_nz) begin
        ltval = 0;
      end
      else begin
        ltval = 1;
      end
    end
    {MAIN_LT, RED}: begin
      ltval = red_tval;
    end
    {SIDE_S, GREEN}: begin
      ltval = 0;
    end
    {SIDE_S, YELLOW}: begin
      ltval = 1;
    end
    {SIDE_S, RED}: begin
      ltval = red_tval;
    end
    {SIDE_LT, LEFT}: begin
      ltval = 0;
    end
    {SIDE_LT, YELLOW}: begin
      ltval = 1;
    end
    {IDLE,2'b??}:begin
      ltval = red_tval;
    end
    default:begin
      ltval = {LTIMERSIZE{1'bx}};
    end
  endcase
end
always_comb begin : ltload_comb
  casez (master_state)
    MAIN_S: begin
      casez(light_state)
        RED: begin
          ltload = ldone;
        end
        YELLOW: begin
          ltload = 1;
        end
        GREEN: begin
          ltload = ldone;
        end
        default:
          ltload = 1'b0;
      endcase
    end
    MAIN_LT: begin
        casez(light_state)
        RED: begin
          ltload = ldone;
        end
        YELLOW: begin
          ltload = 1;
        end
        LEFT: begin
          ltload = ldone;
        end
        default:
          ltload = 1'b0;
      endcase
    end
    SIDE_S:begin
      casez(light_state)
        RED: begin
          ltload = ldone;
        end
        YELLOW: begin
          ltload = 1;
        end
        GREEN: begin
          ltload = ldone;
        end
        default:
          ltload = 1'b0;
      endcase
    end
    SIDE_LT: begin
      casez(light_state)
        RED: begin
          ltload = ldone;
        end
        YELLOW: begin
          ltload = 1;
        end
        LEFT: begin
          ltload = ldone;
        end
        default:
          ltload = 1'b0;
      endcase
    end
    IDLE: begin
      ltload = mains_nz || mainlt_nz || sides_nz || sidelt_nz;
    end
    default:
      ltload = 1'b0;
  endcase
end
always_comb begin : next_light_state_comb
  casez (master_state)
    MAIN_S: begin
      casez(light_state)
        RED: begin
          if(ldone) begin
            casez({mainlt_nz, sides_nz, sidelt_nz})
              3'b1??: begin
                next_light_state = LEFT;
              end
              3'b01?: begin
                next_light_state = GREEN;
              end
              3'b001: begin
                next_light_state = LEFT;
              end
              default: next_light_state = 2'bx;
            endcase
          end
          else begin
            next_light_state = RED;
          end
        end
        GREEN: begin
          next_light_state = (ldone) ? YELLOW :  GREEN;
        end
        YELLOW: begin
          next_light_state = RED;
        end
        default: next_light_state = 2'bx;
      endcase
    end
    MAIN_LT: begin
      casez(light_state)
        RED: begin
          if(ldone) begin
            casez({sides_nz, sidelt_nz})
              2'b1?: begin
                next_light_state = GREEN;
              end
              2'b01: begin
                next_light_state = LEFT;
              end
              default: next_light_state = 2'bx;
            endcase
          end
          else begin
            next_light_state = RED;
          end
        end
        YELLOW: begin
          next_light_state = RED ;
        end
        LEFT: begin
          next_light_state = (ldone) ? YELLOW :  LEFT;
        end
        default: next_light_state = 2'bx;
      endcase
    end
    SIDE_S: begin
      casez(light_state)
        RED: begin
          if(ldone) begin
            casez({sidelt_nz})
              1: begin
                next_light_state = LEFT;
              end
              default: next_light_state = 2'bx;
            endcase
          end
          else begin
            next_light_state = RED;
          end
        end
        GREEN: begin
          next_light_state = (ldone) ? YELLOW :  GREEN;
        end
        YELLOW: begin
          next_light_state = RED ;
        end
        default: next_light_state = 2'bx;
      endcase
    end
    SIDE_LT: begin
      casez(light_state)
        RED: begin
          next_light_state = RED;
        end
        YELLOW: begin
          next_light_state = RED ;
        end
        LEFT: begin
          casez(light_state)
            RED:begin
              next_light_state = (ldone) ? GREEN :  RED;
            end
            LEFT: begin
              next_light_state = (ldone) ? YELLOW :  LEFT;
            end
            YELLOW: begin
              next_light_state = (ldone) ? RED :  YELLOW;
            end
            default: next_light_state = 2'bx;
          endcase
        end
        default: next_light_state = 2'bx;
      endcase
    end
  IDLE: begin
      next_light_state = GREEN;
  end
  default: next_light_state = 2'bx;
  endcase
end
endmodule
module master_FSM(
  clk, 
  rst_n, 
  mains_nz,
  mainlt_nz,
  sides_nz,
  sidelt_nz,
  change_dir_ok,
  master_state
);
input logic clk, rst_n, change_dir_ok;
input logic mains_nz, mainlt_nz, sides_nz, sidelt_nz;
output logic  [2:0] master_state;
logic  [2:0] curr_master_state;
logic  [2:0] next_state;
always_comb begin : output_master_state
  master_state = curr_master_state;
end
always @(posedge clk or negedge rst_n) begin : master_seq
  if(!rst_n) begin
    curr_master_state <= IDLE;
  end
  else begin
    curr_master_state <= next_state;
  end
end
always_comb begin : next_state_comb
  next_state = 3'bx;
  if(change_dir_ok) begin
    case(curr_master_state)
      MAIN_S: begin
        casez({mainlt_nz, sides_nz, sidelt_nz})
          3'b1??: begin
            next_state = MAIN_LT;
          end
          3'b01?: begin
            next_state = SIDE_S;
          end
          3'b001: begin
            next_state = SIDE_LT;
          end
          default: begin
            next_state = DEFAULT;
          end
        endcase
      end
      MAIN_LT: begin
        if(sides_nz)begin
          next_state = SIDE_S;
        end
        else if(sidelt_nz)begin
          next_state = SIDE_LT;
        end
        else begin
          next_state = DEFAULT;
        end
      end
      SIDE_S: begin
        casez({sidelt_nz})
          1: begin
            next_state = SIDE_LT;
          end
          0: begin 
            next_state = DEFAULT;
          end
        endcase
      end
      SIDE_LT: begin
        next_state = DEFAULT;
      end
      IDLE: begin
        if(mains_nz || mainlt_nz || sides_nz || sidelt_nz) begin
          next_state = MAIN_S;
        end
        else begin
          next_state = DEFAULT;
        end
      end
      DEFAULT: begin
        next_state = IDLE;
      end
    endcase
  end
  else begin
    next_state = curr_master_state;
  end
end
endmodule
module TL(
  clk,
  rst_n,
  in_valid,
  car_main_s,
  car_main_lt,
  car_side_s,
  car_side_lt,
  out_valid,
  light_main,
  light_side
);
input logic clk, rst_n, in_valid;
input logic [2:0] car_main_s, car_main_lt, car_side_s, car_side_lt; 
output logic out_valid;
output logic [1:0]light_main, light_side;
logic [LTIMERSIZE-1 : 0]   red_tval_sides, red_tval_sidelt;
logic [1:0] sidelt_comp, next_sidelt_comp, mainlt_comp, next_mainlt_comp, sides_comp, next_sides_comp;
logic mains_comp, next_mains_comp;
logic mains_nz, mainlt_nz, sides_nz, sidelt_nz, next_mains_nz, next_mainlt_nz, next_sides_nz, next_sidelt_nz;
logic in_valid_buffer;
logic [2:0] master_state;
logic change_dir_ok;
logic  lfsm_done, ltload, ldone;
logic [1:0] light_state;
logic [LTIMERSIZE-1 : 0] ltval;
logic isRED;
logic [LTIMERSIZE-1 : 0] red_tval;
master_FSM master_fsm(.clk(clk), .rst_n(rst_n), .mains_nz(mains_nz), .sides_nz(sides_nz), .mainlt_nz(mainlt_nz), .sidelt_nz(sidelt_nz), .master_state(master_state), .change_dir_ok(change_dir_ok));
light_FSM light_fsm(.clk(clk), .rst_n(rst_n), .mains_nz(mains_nz), .sides_nz(sides_nz), .mainlt_nz(mainlt_nz), .sidelt_nz(sidelt_nz), .master_state(master_state), .ldone(ldone), .lfsm_done(lfsm_done), .ltload(ltload), .ltval(ltval), .light_state(light_state), .red_tval(red_tval));
Timer #(.TIMERWIDTH(LTIMERSIZE)) L_Timer (.clk(clk), .rst_n(rst_n), .tload(ltload), .time_val(ltval), .tdone(ldone));
always @(posedge clk or negedge rst_n) begin : master_seq
  if(!rst_n) begin
    in_valid_buffer <= 0;
    mains_comp <= 0;
    mainlt_comp <= 0;
    sides_comp <= 0;
    sidelt_comp <= 0;
    mains_nz <= 0;
    mainlt_nz <= 0;
    sides_nz <= 0;
    sidelt_nz <= 0;
  end
  else begin
    in_valid_buffer <= in_valid;
    mains_comp <= next_mains_comp;
    mainlt_comp <= next_mainlt_comp;
    sides_comp <= next_sides_comp;
    sidelt_comp <= next_sidelt_comp;
    mains_nz <= next_mains_nz;
    mainlt_nz <= next_mainlt_nz;
    sides_nz <= next_sides_nz;
    sidelt_nz <= next_sidelt_nz;
  end
end
always_comb begin : next_comp_comb
  if(in_valid) begin
    next_sides_comp = {!car_side_s[2], !(&car_side_s)};
    next_mainlt_comp = {!car_main_lt[2], !(&car_main_lt)};
    casez(car_side_lt)
      0,1,2:
        next_sidelt_comp = 2'b00;
      3,4:
        next_sidelt_comp = 2'b01;
      5,6:
        next_sidelt_comp = 2'b10;
      default:
        next_sidelt_comp = 2'b11;
    endcase
    casez(car_main_s)
      0,1,2,3,4:
        next_mains_comp = 0;
      default:
        next_mains_comp = 1;
    endcase
  end
  else begin
    next_mains_comp = mains_comp;
    next_mainlt_comp = mainlt_comp;
    next_sides_comp = sides_comp;
    next_sidelt_comp = sidelt_comp;
  end
end
always_comb begin : next_nz_comb
  next_mains_nz = (in_valid) ? |car_main_s : mains_nz;
  next_mainlt_nz = (in_valid) ? |car_main_lt : mainlt_nz;
  next_sides_nz = (in_valid) ? |car_side_s : sides_nz; 
  next_sidelt_nz = (in_valid) ? |car_side_lt : sidelt_nz;
end
always_comb begin : red_tval_cal
  casez(sides_comp)
    2'b1?:begin
      red_tval_sides = 2;
    end
    2'b01:begin
      red_tval_sides = 5;
    end
    2'b00: begin
      red_tval_sides = 8;
    end
    default: begin
      red_tval_sides = 1'bx;
    end
  endcase  
  casez(sidelt_comp)
    2'b00:begin
      red_tval_sidelt = 1;
    end
    2'b01:begin
      red_tval_sidelt = 3;
    end
    2'b10:begin
      red_tval_sidelt = 5;
    end
    2'b11:begin
      red_tval_sidelt = 7;
    end
    default: begin
      red_tval_sidelt = 1'bx;
    end
  endcase  
end
always_comb begin : red_tval_comb
  red_tval = {LTIMERSIZE{1'bx}};
  casez ({master_state})
    MAIN_S: begin
      casez({mainlt_nz, sides_nz, sidelt_nz})
        3'b1??: begin
          casez(mainlt_comp)
            2'b1?:begin
              red_tval = 2;
            end
            2'b01:begin
              red_tval = 5;
            end
            default: begin
              red_tval = 8;
            end
          endcase
        end
        3'b01?: begin
          red_tval = red_tval_sides;
        end
        3'b001: begin
          red_tval = red_tval_sidelt;
        end
      endcase
    end
    MAIN_LT: begin
      casez({sides_nz, sidelt_nz})
        2'b1?: begin
          red_tval = red_tval_sides;
        end
        2'b01: begin
          red_tval = red_tval_sidelt;
        end
      endcase
    end
    SIDE_S: begin
      red_tval = red_tval_sidelt;
    end
    IDLE: begin
      if(mains_comp) begin
        red_tval = 7;
      end
      else begin
        red_tval = 3;
      end
    end
  endcase
end
logic change_dir_out;
assign change_dir_out = isRED && lfsm_done;
always_comb begin : TL_comb
  out_valid = 1'bx;
  light_main = 2'bx;
  light_side = 2'bx;
  change_dir_ok = 1'bx;
  isRED = (light_state == RED);
  casez (master_state)
    MAIN_S: begin
      out_valid = 1;
      light_main = light_state;
      light_side = 0;
      if(mainlt_nz || sides_nz || sidelt_nz) begin
        change_dir_ok = change_dir_out;
      end
      else begin
        change_dir_ok = lfsm_done;
      end
    end
    MAIN_LT: begin
      out_valid = 1;
      light_main = light_state;
      light_side = 0;
      change_dir_ok = change_dir_out;
    end
    SIDE_S, SIDE_LT: begin
      out_valid = 1;
      light_main = 0;
      light_side = light_state;
      change_dir_ok = change_dir_out;
    end
    DEFAULT: begin
      out_valid = 1;
      light_main = 2;
      light_side = 0;
      change_dir_ok = 1;
    end
    IDLE: begin
      out_valid = 0;
      light_main = 2;
      light_side = 0;
      change_dir_ok = in_valid_buffer;
    end
  endcase
end
endmodule
$ cat flow/run.sh
#!/bin/bash
# OpenROAD 26Q1-2900-gdf79404cd8, Yosys 0.63+post, stock flow scripts
make -C /OpenROAD-flow-scripts/flow DESIGN_CONFIG=/design/flow/config.mk WORK_HOME=/design/flow/orfs finish
$ cat flow/constraint.sdc
current_design TL

set clk_period 4.3
set clk_io_pct 0.2

create_clock -name clk0 -period $clk_period [get_ports {clk}]

set non_clock_inputs [all_inputs -no_clocks]
set_input_delay [expr $clk_period * $clk_io_pct] -clock clk0 $non_clock_inputs
set_output_delay [expr $clk_period * $clk_io_pct] -clock clk0 [all_outputs]
==> results.yml <==
# flow metrics
outcome:
  run_status: "complete, no violations"
floorplan:
  rows: 23
  fp-utilization_pct: 41.66
  ios: 20
  die_w_um: 66.55
  core_sq_um: 4000
  die_h_um: 66.55
  chipArea_sq_um: 4429
final_timing:
  fmax_mhz: 355.7
  drv_slew: 0
  timing.final.crit_share_pct: 65.38
  setup_ws_ps: 1489
  holdWs_ps: 532.2
  fin_crit_ps: 2811
  rsz0062_at_grt: "false"
  slew_headroom_pct: 52.25
  worst_slew_pin_slew_ps: 714.0
  setup_violations: 0
  hold_viol: 0
  fin_skew_ps: 1.957
  setup_tns_ps: 0
worst_setup_path:
  cp_slowest_cell: "dfstp_2"
  path_cells: "inv_1, a21boi_0, nor2_1, clkdlybuf4s50_1"
  worstPathMaxFanout: 20
  critPathLaunchType: "register"
  worstPathArrival_ps: 1950
  cp.required_ps: 3440
  crit_type: "register to output port"
  end_kind: "output port"
  slowest_delay_ps: 730
pwr:
  swShare_pct: 45.01
  internal_power_w: 0.0006208
  switching_power_w: 0.0005082
  power_frac_comb_pct: 56.2
  p_clk_share_pct: 11.8
  p_leak_nw: 0.7410
  finalPower_w: 0.001129
  powerDensity_nw_per_um2: 588.6
  p_seq_share_pct: 32.0
  peakVddDrop_mv: 0.1886
yosys:
  yosys_cells: 207
  netlist_instances: 207
  synth_area_sq_um: 1667
  top_cells_by_area: "dfrtp_1, a21oi_1, nor2_1"
  synthArstFlopShare_pct: 100.0
  synth-seq-area-share_pct: 33.26
  yosysMostFrequentCell: "a21oi_1"
  synth_cell_types: 51
  ys_area_sq_um: 1667
  ys.flops: 22
  post-synth-top-area-fraction_pct: 28.53
  synth-edff-count: 0
  common_cells: "a21oi_1, nor2_1, nand2_1, dfrtp_1, inv_1"
  largest_area_cell: "dfrtp_1"
  synth_area_per_cell_sq_um: 8.051
  yosys_most_used_dff: "dfrtp_1"
  yosysWarnings: 4
clocking:
  post_cts_buffers: 0
  cts_max_level: 1
  post_cts_resized: 0
  clk_path_buf_depth: 2
  holdBufCountCts: 0
  cts_tree: "yes"
  numCtsBuffers: 3
  cts.sinks: 22
  worstSkewPairLatency_ps: 260
  cts_root_buffer: "clkbuf_8"
  clkSlewWorstSetupHoldPaths_ps: 80
run:
  warnings: 29
  drv_cap: 0
placed_design:
  place_ws_ps: 1784
  gp_congestion: 0.8845
  place_inst: 267
  port_buffers: 19
  hpwl_mm: 2.790
detailed_routing:
  vias_per_cell: 5.863
  first_iter_violations: 153
  dr.pass1.iters: 6
  wl_met3_um: 232
  drt-met1-wl_mm: 1.794
  antenna_left: 0
  vias: 1589
  met2_length_mm: 1.730
  top_layer: "met4"
  antenna_cells: 0
  wl_mm: 3.812
  drc: 0
  detail_route.wl_per_cell_um: 14.07
layout:
  seq_area_sq_um: 554.3
  final_cells: 271
  drive_gt1_share_pct: 6.335
  syn2layout_area_growth_pct: 15.09
  logic_area_sq_um: 1002
  fillers: 377
global_routing:
  groute.usage.overall_pct: 19.74
  grt_pass1_vias: 1438
  grt_max_degree: 25
  grt_pass1_wl_mm: 6.589
  overflow: 0
  grt_antenna_before_repair: 0
min_path:
  hold_path_class: "register to register"
[final cells by class]
class                   instances  area share, %
inverters                      15          2.935
repair buffers                 20          10.31
well taps                      50          3.262
clock buffers                   4          2.348
flip-flops and latches         22          28.90
multi-input cells             160          52.25
[registers in the layout (all words and copies together) (netlist names), named ones only]
register / flops
L_Timer.timer_buffer: 4
master_fsm.curr_master_state: 3
light_fsm.curr_light_state: 2
mainlt_comp: 2
sides_comp: 2
in_valid_buffer: 1
mainlt_nz: 1
mains_comp: 1
mains_nz: 1
sidelt_comp: 1
sidelt_nz: 1
sides_nz: 1
[routing by layer]
metal	track usage [%]	vias up
met5	0	-
met4	3.723	0
met3	2.778	4
met2	29.80	65
met1	30.82	730
li1	-	790
[final timing paths]
| check | from | to | slack [ps] | depth (start not counted) |
|---|---|---|---|---|
| max | master_fsm.curr_master_state[2] | light_side[0] | 1490 | 4 |
| min | mains_comp | mains_comp | 530 | 2 |
| max reg2reg | light_fsm.curr_light_state[1] | L_Timer.timer_buffer[2] | 2260 | 6 |
| min reg2reg | mains_comp | mains_comp | 530 | 2 |
| max in group asynchronous | rst_n | master_fsm.curr_master_state[0] | 3070 | 2 |
| min in group asynchronous | rst_n | L_Timer.timer_buffer[2] | 950 | 2 |
[critical path, delay by kind of cell (launching register included)]
family / cells / cell delay (ps)
buffers and inverters: 2 / 620
and+or+nand+nor: 1 / 60
DFF: 1 / 730
AOI/OAI and AO/OA: 1 / 270
[cells in the final DEF (no fill, tap or decap), types with 2 or more instances in the layout]
master / count
o221ai_1: 2
o22ai_1: 5
or3_1: 2
a41oi_1: 2
nor4_1: 2
o21ai_0: 13
clkbuf_8: 3
clkdlybuf4s50_1: 19
nor2_1: 22
a211oi_1: 3
o32a_1: 2
a21oi_1: 24
nor3b_2: 2
o21ai_1: 3
dfrtp_1: 19
ha_1: 6
inv_1: 15
o31ai_1: 2
o21bai_1: 2
xnor2_1: 2
dfstp_2: 3
o211ai_1: 3
nand2b_1: 5
a22oi_1: 3
nand3_1: 5
nand2_1: 20
nor3_1: 7
nor2b_1: 2
[power groups by stage]
stage     clock (W)  sequential [W]  combinational (W)
4_1_cts    0.000138        0.000361           0.000631
5_1_grt    0.000144        0.000375           0.000712
6_report   0.000133        0.000361           0.000635
[per-stage QoR]
stage	util [%]	area, sq um
after floorplan	-	1667
after global placement	46.83	1873
after detailed placement	46.83	1873
after CTS	47.95	1918
after global routing	47.95	1918
final	47.95	1918
[cells by family after synthesis]
kind of cell,share of synthesized area [%]
AOI/OAI and AO/OA,31.46
and+or+nand+nor,21.62
buffers and inverters,6.606
DFF,33.26
adders and majority gates,4.504
xor gates and xnor gates,1.051
muxes,1.501
No activity file was given, so power comes from the tool's default toggle rates.
