## flow/run.sh

```bash
#!/bin/bash
# OpenROAD 26Q1-2900-gdf79404cd8, Yosys 0.63+post, stock flow scripts
make -C /OpenROAD-flow-scripts/flow DESIGN_CONFIG=/design/flow/config.mk WORK_HOME=/design/flow/orfs finish
```

## flow/constraint.sdc

```tcl
current_design I2S

set clk_period 11.7
set clk_io_pct 0.2

create_clock -name clk0 -period $clk_period [get_ports {clk}]

set non_clock_inputs [all_inputs -no_clocks]
set_input_delay [expr $clk_period * $clk_io_pct] -clock clk0 $non_clock_inputs
set_output_delay [expr $clk_period * $clk_io_pct] -clock clk0 [all_outputs]
```

## flow/design.v

```verilog
module I2S(
  clk,
  rst_n,
  in_valid,
  SD,
  WS,
  out_valid,
  out_left,
  out_right
);
input clk, rst_n, in_valid;
input SD, WS;
output logic out_valid;
output logic [31:0] out_left, out_right;
logic [31:0] input_buffer;
logic WS_buffer; 
logic in_valid_buffer;
logic next_out_valid;  
logic [31:0] next_out;  
logic buffer_sufficient;  
  logic [31:0] input_count;
  always @(posedge clk, negedge rst_n) begin : seq_block
    if(!rst_n)begin
      input_buffer <= 0;
      out_valid <= 0;
      out_left <= 0;
      out_right <= 0;
      input_count <= 0;
    end
    else begin
      WS_buffer <= WS;
      in_valid_buffer <= in_valid;
      if(in_valid)begin
        input_buffer <= {input_buffer[30:0], SD};
        input_count <= {input_count[31:0], 1'b1};
      end
      else begin
        input_count <= 0;
        input_buffer <= 0;
      end
        out_valid <= next_out_valid;
        if(next_out_valid)begin
          if(WS_buffer)begin
            out_left <= 0;
            out_right <= next_out;
          end
          else begin
            out_left <= next_out;
            out_right <= 0;
          end
          if(in_valid) begin
            input_buffer <= {31'b0, SD};
            input_count <= 1;
          end
          else begin
            input_buffer <= 0;
            input_count <= 0;
          end
        end
        else begin
          out_left <= 0;
          out_right <= 0;
        end
      end
  end
  always_comb begin : comb_block
        buffer_sufficient = input_count >= 5;
        casez({WS_buffer, WS, in_valid_buffer, in_valid})
          4'b0000: next_out_valid = 0;
          4'b1100: next_out_valid = 0;
          4'b0011: next_out_valid = 0;
          4'b1111: next_out_valid = 0;
          4'b0001: next_out_valid = 0;
          4'b1101: next_out_valid = 0;
          4'b0010: next_out_valid = buffer_sufficient;
          4'b1110: next_out_valid = buffer_sufficient;
          4'b0111: next_out_valid = buffer_sufficient;
          4'b0101: next_out_valid = 0;
          4'b1000: next_out_valid = 0;
          4'b1011: next_out_valid = buffer_sufficient;
          4'b1001: next_out_valid = 0;
          4'b1010: next_out_valid = buffer_sufficient;
          default: next_out_valid = 1'bx;
        endcase
        next_out = input_buffer & input_count;
  end
endmodule
```

## flow/config.mk

```make
export PLATFORM = sky130hd
export DESIGN_NAME = I2S
export DESIGN_NICKNAME = I2S
export VERILOG_FILES = /design/flow/design.v
export SDC_FILE = /design/flow/constraint.sdc
export NUM_CORES = 4
export LEC_CHECK = 1
export CORE_UTILIZATION = 30
```

==> flow_summary.ini <==
; synthesis and place-and-route metrics
[yosys]
ys_top_cells_by_count = dfrtp_1 (129), nand2_1 (34), nor2_1 (31), nor3_1 (31)
yosysTopAreaCellShare_pct = 69.2
yosysTopAreaCell = dfrtp_1
ys.flop_type = dfrtp_1
edf_count = 2
synthTopLogicFamily = simple AND/OR/NAND/NOR gates
synthAoiAreaFrac_pct = 8.15
yosysMostFrequentCell = dfrtp_1
ys_sh_mux_pct = 0
synth-xor-area-share_pct = 0.188
syn_area_mm2 = 0.00467
syn_avg_cell_area_um2 = 12.7
synthArstFlopShare_pct = 98.5
synthAdderAreaFrac_pct = 0
ys_seq_share_pct = 70.5
simple_gate_area_share_pct = 18.1
synth_cell_type_count = 25
yosysCellCount = 367
ys_seq_elements = 131
yosysWarnings = 1
synthCells = 367
topCellsByArea = dfrtp_1 (69%), a21boi_2 (7.2%), and3_1 (3.6%)
ys_chip_area_mm2 = 0.00467

[placed_design]
port_buffers = 69
placedCellCount = 605
place_worst_setup_slack_ns = 6.96
dp_hpwl_um = 5600
dpl_cell_area_mm2 = 0.00552
gp_congestion = 0.786

[clock_network]
clockRootBuffer = clkbuf_16
cts_hold_buf = 0
cts_made_buffers = 17
cts_max_path_buffers = 2
clock_sinks = 131
post_cts_buffers = 0
ctsResizeCount = 0
cts_tree = done
htree_levels = 4
clk_latency_ns = 0.41
cts.clk_slew.worst_paths_ns = 0.06

[outcome]
outcome = finished, final reports clean

[min_path]
hold_class = flop to flop

[finish]
final_layout_size_suffix_gt1_share_pct = 16.5
fin_area_mm2 = 0.00609
flop_area_mm2 = 0.00329
area_delta_synth_final_pct = 30.5
final-comb-area_mm2 = 0.00124
fin_util_pct = 40.1
finalNonFillerCells = 636
fill_cells = 1416

[critical_path]
slowest_stage = clkdlybuf4s50_1
worstPathRequired_ns = 12.02
path_cells = clkdlybuf4s50_1 -> buf_4 -> or3b_1 -> o211ai_1 -> buf_4 -> nand2_2 -> buf_4 -> a21boi_0
crit_path_start_kind = primary input
cp_max_fo = 48
worstSetupEndpointType = flop
critPathArrivalTime_ns = 4.64
crit_top_cell = buf_4
cpPeakStageDelay_ns = 0.45
path_class = primary input to flop

[final_timing]
fin_crit_sh_pct = 36.9
fin_ws_ns = 7.38
finalClockSkew_ns = 0.00791
finalSetupTns_ns = 0
setup_viol = 0
slew_viol_final = 0
tightest_slew_ns = 0.832
hold_viol = 0
grt_setup_unrepaired = false
max_freq_ghz = 0.232
slew_headroom_pct = 44.1
whs_ns = 0.525
period_needed_ns = 4.32

[power_and_ir_drop]
finalPower_mw = 1.01
ir_worst_vdd_mv = 0.0903
internal_power_mw = 0.783
p_sw_mw = 0.231
combPwrFrac_pct = 4.6
power_density_mw_per_mm2 = 166
power_frac_clock_pct = 50.0
p_leak_nw = 2.74
swShare_pct = 22.8
seqPwrFrac_pct = 45.4

[floorplan]
num_rows = 45
die_w_um = 127
die.size.y_um = 127
dieArea_mm2 = 0.0161
fp_util_pct = 30.7
coreArea_mm2 = 0.0152
io_pins = 70

[route]
drc = 0
antenna_left = 0
wirelength_um = 9180
viasPerCell = 4.56
diodes = 0
drt_pre_antenna_iters = 4
first_iter_violations = 201
route.vias.total = 2899
wl_per_cell_um = 14.4

[global_route]
grt_pass1_wl_um = 15600
grt_start_max_net_pins = 66
grt_usage_pct = 12.6
antenna_found_initial = 0
overflow = 0
grt_pass1_vias = 3004

[job]
warning_count = 25
maxCapViolations = 0
## worst paths after layout
kind                                       from               end  slack (ns)  depth (start not counted)
worst min register to register  input_buffer[0]   input_buffer[1]        0.53                          1
worst max-delay path                   in_valid    input_count[1]        7.38                          8
worst min-delay path            input_buffer[0]   input_buffer[1]        0.53                          1
worst max register to register  input_count[15]  input_buffer[31]        9.28                          5
min in group asynchronous                 rst_n     out_right[19]        1.90                          1
max in group asynchronous                 rst_n   input_count[22]        8.22                          3
## per-layer routing
layer	routed length, um	track usage [%]	vias up
met5	0	0	-
met4	77	1.26	0
met3	420	3.65	5
met2	4110	18.4	61
met1	4570	20.0	1433
li1	-	-	1400
## logic make-up (layout without fill, tap and decap cells)
group,after synthesis,in the layout
compound gates,36,36
xor+xnor,1,1
buf+inv,29,110
flops,131,131
simple gates,170,170
## power groups by stage
stage | logic, mW | clock network [mW] | registers (mW)
final | 0.0471 | 0.506 | 0.460
after CTS | 0.0481 | 0.517 | 0.460
after global routing | 0.0533 | 0.538 | 0.460
## state kept, by name, summed over array words and instances, names as in the netlist
register         cells
WS_buffer            1
in_valid_buffer      1
out_valid            1
out_left            32
out_right           32
input_buffer        32
input_count         32
## critical path, delay by kind of cell
kind / cells / cell delay, ns
buffers and inverters: 4 / 1.47
AOI/OAI and AO/OA: 2 / 0.33
and+or+nand+nor: 2 / 0.47
## final cells by class
type                       count  share of cell area (%)
sequential                   131                    54.0
multi-input combinational    207                    20.3
timing repair buffer          77                    12.3
clock buffer                  18                    7.21
tap                          188                    3.86
clock inverter                13                    2.26
inverter                       2                   0.123
## cell usage in the layout (no fill, tap or decap)
master,count
clkdlybuf4s50_1,68
a21boi_2,30
nand2_1,33
o21ai_0,1
dfrtp_1,129
and2_1,1
nor2_1,31
xor2_1,1
or3b_1,1
bufinv_16,2
clkbuf_8,1
nor4_1,8
nor4_2,1
and3_2,1
a21boi_0,4
o211ai_1,1
nor3_1,31
nand4_1,1
inv_1,2
nand3_1,30
clkinvlp_4,6
clkinv_4,2
nand2_2,1
or4_2,1
nor4b_1,3
and3_1,27
clkinv_2,3
buf_4,9
clkbuf_16,17
edfxtp_1,2
Power figures rest on the tool's default switching activity, not on a simulated workload.
