==> design.v <==
module comp(
    input [5:0] ai,bi, 
    output logic [5:0] ao,bo
);
    always_comb begin : comp_module
        ao = (ai < bi) ? ai : bi;
        bo = (ai < bi) ? bi : ai;
    end
endmodule
module Sort (
    input [5:0] in_num0, in_num1, in_num2, in_num3, in_num4, 
    output [5:0] out_num0, out_num1, out_num2, out_num3, out_num4
);
    logic [5:0] inter_wire [4:0][4:0];
    comp c1(in_num0, in_num1, inter_wire[0][0],inter_wire[0][1]);
    comp c2(in_num2, in_num3, inter_wire[0][2],inter_wire[0][3]);
    assign inter_wire[0][4] = in_num4;
  	assign inter_wire[1][0] = inter_wire[0][0];
    comp c3(inter_wire[0][1], inter_wire[0][2], inter_wire[1][1],inter_wire[1][2]);
    comp c4(inter_wire[0][3], inter_wire[0][4], inter_wire[1][3], inter_wire[1][4]);
    assign inter_wire[2][4] = inter_wire[1][4];
    comp c5(inter_wire[1][0], inter_wire[1][1], inter_wire[2][0],inter_wire[2][1]);
    comp c6(inter_wire[1][2], inter_wire[1][3], inter_wire[2][2], inter_wire[2][3]);
    assign inter_wire[3][0] = inter_wire[2][0];
    comp c7(inter_wire[2][1], inter_wire[2][2], inter_wire[3][1],inter_wire[3][2]);
    comp c8(inter_wire[2][3], inter_wire[2][4], inter_wire[3][3], inter_wire[3][4]);
    assign inter_wire[4][4] = inter_wire[3][4];
    comp c9(inter_wire[3][0], inter_wire[3][1], inter_wire[4][0],inter_wire[4][1]);
  	comp c10(inter_wire[3][2], inter_wire[3][3], inter_wire[4][2], inter_wire[4][3]);
    assign out_num0 = inter_wire[4][0];
    assign out_num1 = inter_wire[4][1];
    assign out_num2 = inter_wire[4][2];
    assign out_num3 = inter_wire[4][3];
    assign out_num4 = inter_wire[4][4];
endmodule
module SMJ(
    hand_n0,
    hand_n1,
    hand_n2,
    hand_n3,
    hand_n4,
    out_data
);
input [5:0] hand_n0;
input [5:0] hand_n1;
input [5:0] hand_n2;
input [5:0] hand_n3;
input [5:0] hand_n4;
output logic [1:0] out_data;
logic [5:0] sorted_hand[4:0];
logic invalid_check[4:0];
logic invalid_term_exist;
logic tri_plus_pair;
logic seq_plus_pair;
logic is_honor [4:0];
Sort sort_ins(.in_num0 (hand_n0), .in_num1 (hand_n1), .in_num2 (hand_n2), .in_num3 (hand_n3),.in_num4 (hand_n4),
                .out_num0 (sorted_hand[0]), .out_num1 (sorted_hand[1]), .out_num2 (sorted_hand[2]), .out_num3 (sorted_hand[3]), .out_num4 (sorted_hand[4]));
always_comb begin
    for(int i=0;i<5;i++) begin
        is_honor[i] = (sorted_hand[i][5:4]==2'b00);
        invalid_check[i] = (is_honor[i] ? sorted_hand[i][3:0]>6 : sorted_hand[i][3:0]>8);
    end
    invalid_term_exist = invalid_check[0] || invalid_check[1] || invalid_check[2] || invalid_check[3] || invalid_check[4] || (sorted_hand[0]==sorted_hand[4]);
    tri_plus_pair = ((sorted_hand[0]==sorted_hand[1]) && (sorted_hand[2]==sorted_hand[4])) || ((sorted_hand[3]==sorted_hand[4]) && (sorted_hand[0]==sorted_hand[2]));
    seq_plus_pair = (sorted_hand[1]==sorted_hand[0]+1 && sorted_hand[2]==sorted_hand[1]+1 && sorted_hand[3]==sorted_hand[4] && !is_honor[0])
                || (sorted_hand[0]==sorted_hand[1] && sorted_hand[3]==sorted_hand[2]+1 && sorted_hand[4]==sorted_hand[3]+1 && !is_honor[2])
                || (sorted_hand[1]==sorted_hand[3] && sorted_hand[1]==sorted_hand[0]+1 && sorted_hand[4]==sorted_hand[3]+1 && !is_honor[0]);
    if(invalid_term_exist)begin
        out_data = 2'b01;
    end
    else if(tri_plus_pair)begin
        out_data = 2'b11;
    end
    else if(seq_plus_pair)begin
        out_data = 2'b10;
    end
    else begin
        out_data = 2'b00;
    end
end
endmodule
==> run.sh <==
#!/bin/bash
# OpenROAD 26Q1-2900-gdf79404cd8, Yosys 0.63+post, stock flow scripts
make -C /OpenROAD-flow-scripts/flow DESIGN_CONFIG=/design/flow/config.mk WORK_HOME=/design/flow/orfs finish
==> config.mk <==
export PLATFORM = sky130hd
export DESIGN_NAME = SMJ
export DESIGN_NICKNAME = SMJ
export VERILOG_FILES = /design/flow/design.v
export SDC_FILE = /design/flow/constraint.sdc
export NUM_CORES = 4
export LEC_CHECK = 1
export CORE_UTILIZATION = 40
==> constraint.sdc <==
current_design SMJ

set clk_period 17.4
set clk_io_pct 0.2

create_clock -name clk0 -period $clk_period

set non_clock_inputs [all_inputs -no_clocks]
set_input_delay [expr $clk_period * $clk_io_pct] -clock clk0 $non_clock_inputs
set_output_delay [expr $clk_period * $clk_io_pct] -clock clk0 [all_outputs]
==> flow_summary_export.csv <==
group,metric,value,unit
status,status,"complete, no violations",
floorplan,die_width,112,um
placed_design,post-place-cells,899,
final_layout,clkbuf_count,0,
logic_synthesis,most_common_cell,"a21oi_1",
final_layout,ff_count,0,
worst_setup_path,crit_required,13.92,ns
final_layout,fin_cells,932,
routing,firstDrtPassIters,18,
logic_synthesis,ys_seq_share,0,%
floorplan,num_io_pins,32,
final_layout,seq_area,0,um^2
worst_setup_path,crit_start,"hand_n3[5]",
logic_synthesis,common_cells,"70 x a21oi_1, 55 x ha_1, 51 x nand2_1",
placed_design,gp_congestion,0.956,
sta,fin_crit_sh,97.9,%
sta,slew_headroom,48.9,%
final_layout,fin_util,55.1,%
cts,cts_hold_buf,0,
sta,setup_violations,0,
worst_hold_path,min_path_type,"in -> out",
routing,route.vias.total,5643,
logic_synthesis,netlist.area_leader.share,14.2,%
logic_synthesis,syn_area,0.00486,mm^2
routing,n_antenna_cell,0,
routing,initialDrtViolationCount,418,
logic_synthesis,synth.avg_cell_area,7.16,um^2
sta,min_period,17.04,ns
sta,max_freq,0.0587,GHz
floorplan,core-area,0.0116,mm^2
logic_synthesis,yosys.area.top_type,"ha_1",
logic_synthesis,yosysChipArea,0.00486,mm^2
sta,slew_viol_final,0,
floorplan,fp-utilization,41.9,%
worst_setup_path,max_stage_delay,0.51,ns
worst_setup_path,startpoint_type,"primary input",
placed_design,post-dp-hpwl,13300,um
routing,ant_nets,0,
placed_design,io_buffers,32,
routing,vias_per_cell,6.05,
sta,timing.hold.ws,8.77,ns
routing,avgRoutedWirePerCell,17.6,um
final_layout,drive_above_1_share,27.9,%
global_routing,antenna_found_initial,0,
global_routing,grt_pass1_vias,4958,
job,warnings,36,
worst_setup_path,cp.arrival,13.56,ns
logic_synthesis,yosys_warnings,10,
sta,worst_pin_slew,0.762,ns
job,drv_cap,0,
floorplan,fp-row-count,39,
worst_setup_path,endpoint_kind,"output pin",
routing,wl,16400,um
sta,hold_viol,0,
global_routing,grt_pass1_wl,25600,um
final_layout,syn_to_final_growth,31.7,%
worst_setup_path,endpoint,"out_data[1]",
global_routing,track_usage,25.4,%
routing,drc,0,
worst_setup_path,slowest_stage,"clkdlybuf4s50_1",
global_routing,grt_start_max_net_pins,22,
global_routing,overflow,0,
logic_synthesis,synthCells,679,
logic_synthesis,synth_cell_types,88,
worst_setup_path,critical_path_class,"in -> out",
floorplan,chipArea,0.0126,mm^2
worst_setup_path,cp_max_fo,13,
placed_design,place_ws,-0.656,ns
logic_synthesis,yosys_cells,679,
sta,worst_slack,0.357,ns
logic_synthesis,topCellsByArea,"ha_1 14%, a21oi_1 7.2%, mux2i_1 6.0%",
floorplan,fp.dieH,112,um
==> final cells by class <==
| class | count | area [um^2] |
|---|---|---|
| inverter | 46 | 173 |
| fill | 1057 | 5210 |
| multi-input combinational | 613 | 4950 |
| tap | 143 | 179 |
| timing repair buffer | 130 | 1090 |
==> cells by family (layout without fill, tap and decap cells) <==
| logic type | count (synthesis) | after routing | synth area share, % |
|---|---|---|---|
| mux | 47 | 47 | 10.7 |
| buf+inv | 66 | 176 | 6.10 |
| compound gates | 271 | 271 | 41.2 |
| xor+xnor | 48 | 48 | 8.96 |
| fa+ha+maj | 55 | 55 | 14.2 |
| simple gates | 192 | 192 | 18.9 |
==> metal layers <==
metal / wire [um] / vias up / GRT usage (%)
met5: 0 / - / 0
met3: 1120 / 11 / 1.82
li1: - / 2823 / -
met2: 6890 / 185 / 38.8
met1: 8250 / 2624 / 40.2
met4: 174 / 0 / 2.67
==> layout by cell type (no fill, tap or decap), drive strengths merged, types with 6 or more instances in the layout <==
master         instances
nand2                 51
o2111ai                6
or2                    7
a21oi                 75
xor2                  14
mux2i                 30
mux2                  17
a21o                  14
nor2                  48
o211ai                15
o31ai                  9
o21ai                 49
a211o                  8
inv                   46
a21boi                 7
buf                   95
xnor2                 33
a31oi                 15
nand3                 21
nand2b                 7
o21a                  11
nor3                  20
a211oi                 8
and2                  10
ha                    55
nor4                   7
clkdlybuf4s50         32
==> worst max-delay path: cells and delay by family <==
kind	cells	cell delay, ns
adders and majority gates	6	1.70
buffers and inverters	7	1.79
muxes	3	0.81
AOI/OAI and AO/OA	21	4.37
xor gates and xnor gates	1	0.07
and+or+nand+nor	10	1.32
==> what timing repair did <==
item / CTS / global route
endpoints found under the setup margin: 1 / 2
pin swaps: 1 / 25
setup buffers: 0 / 29
gates resized: 21 / 68
cloned: 0 / 4
==> per-stage QoR <==
stage / instance area (um^2) / setup TNS (ns)
detailed placement: 5750 / -0.656
finish: 6400 / 0
floorplan: 4860 / 0
CTS: 5800 / 0
global route: 6400 / -0.0961
global placement: 5750 / -0.552
==> worst min-delay path by stage <==
stage / start / end / slack [ns] / cells past startpoint
4_1_cts: hand_n4[2] / out_data[0] / 8.77 / 8
5_1_grt: hand_n4[3] / out_data[0] / 8.88 / 8
6_report: hand_n4[2] / out_data[0] / 8.77 / 8
