==> design/flow/design.v <==
module MAC(
    input clk, rst_n,
    input [15:0] ina,
    input [37:0] inb,
    output logic [37:0] outc,
    output logic [15:0] outd,
    input [15:0] W
);
always_ff @(posedge clk or negedge rst_n) begin : MAC_seq
    if(!rst_n)begin
        outc <= 0;
        outd <= 0;
    end
    else begin
        outc <= ina * W + inb;
        outd <= ina;
    end
end
endmodule
module SS(
    clk,
    rst_n,
    in_valid,
    matrix,
    matrix_size,
    out_valid,
    out_value
);
input               clk, rst_n, in_valid;
input        [15:0] matrix;
input               matrix_size;
output logic        out_valid;
output logic [39:0] out_value;
logic [39:0] add_result;
logic size;
logic [15:0] W[15:0];
logic [15:0] K[15:0];
logic [15:0] Y[15:0];
logic [15:0] X[15:0];
logic [37:0] outc[3:0][3:0];
logic [37:0] inb[3:0][3:0];
logic [15:0] outd[3:0][3:0];
logic [15:0] ina[3:0][3:0];
logic [4:0] counter;
logic [1:0] state, nxt_state, curr_state;
logic [3:0] m_time, w_time; 
logic [4:0] o_time; 
parameter IDLE = 2'b00, WEIGHT = 2'b01, MATRIX = 2'b10, OUTPUT = 2'b11;
integer i,j;
always_comb begin : Y_comb
    for(integer i=0;i<16;i+=1)begin
        Y[i]<= X[i];
    end 
end
always_ff @(posedge clk or negedge rst_n) begin : blockName
    if(!rst_n)begin
        for(integer i=0;i<16;i+=1)begin
            X[i]<= 0;
        end
    end
    else begin
        if(in_valid && ((state == WEIGHT && counter == w_time) || (state == MATRIX && counter < w_time)))begin
            if(state == IDLE ? matrix_size : size) begin
                X[15] <= matrix;
                X[14] <= Y[15];
                X[13] <= Y[14];
                X[12] <= Y[13];
                X[11] <= Y[12];
                X[10] <= Y[11];
                X[9] <= Y[10];
                X[8] <= Y[9];
                X[7] <= Y[8];
                X[6] <= Y[7];
                X[5] <= Y[6];
                X[4] <= Y[5];
                X[3] <= Y[4];
                X[2] <= Y[3];
                X[1] <= Y[2];
                X[0] <= Y[1];
            end
            else begin
                X[13] <= matrix;
                X[12] <= Y[13];
                X[9] <= Y[12];
                X[8] <= Y[9];
                X[0] <= Y[0];
                X[1] <= Y[1];
                X[2] <= Y[2];
                X[3] <= Y[3];
                X[4] <= Y[4];
                X[5] <= Y[5];
                X[6] <= Y[6];
                X[7] <= Y[7];
                X[10] <= Y[10];
                X[11] <= Y[11];
                X[14] <= Y[14];
                X[15] <= Y[15];
            end
        end
        else begin
            for(integer j=0;j<16;j+=1)begin
                X[j] <= Y[j];
            end
        end
    end
end
always_comb begin : K_comb
    if(in_valid && (state == WEIGHT || state == IDLE) && counter < w_time)begin
        if(state == IDLE ? matrix_size : size) begin
            K[15] = matrix;
            K[14] = W[15];
            K[13] = W[14];
            K[12] = W[13];
            K[11] = W[12];
            K[10] = W[11];
            K[9] = W[10];
            K[8] = W[9];
            K[7] = W[8];
            K[6] = W[7];
            K[5] = W[6];
            K[4] = W[5];
            K[3] = W[4];
            K[2] = W[3];
            K[1] = W[2];
            K[0] = W[1];
        end
        else begin
            K[13] = matrix;
            K[12] = W[13];
            K[9] = W[12];
            K[8] = W[9];
            K[0] = 0;
            K[1] = 0;
            K[2] = 0;
            K[3] = 0;
            K[4] = 0;
            K[5] = 0;
            K[6] = 0;
            K[7] = 0;
            K[10] = 0;
            K[11] = 0;
            K[14] = 0;
            K[15] = 0;
        end
    end
    else begin
        K[0] = W[0];
        K[1] = W[1];
        K[2] = W[2];
        K[3] = W[3];
        K[4] = W[4];
        K[5] = W[5];
        K[6] = W[6];
        K[7] = W[7];
        K[8] = W[8];
        K[9] = W[9];
        K[10] = W[10];
        K[11] = W[11];
        K[12] = W[12];
        K[13] = W[13];
        K[14] = W[14];
        K[15] = W[15];
    end
end
always_ff @(posedge clk or negedge rst_n)begin : weight_input_seq
    if(!rst_n)begin
        for(integer i=0;i<16;i+=1)begin
            W[i]<= 0;
        end
    end
    else begin
        for(integer i=0;i<16;i+=1)begin
            W[i] <= K[i];
        end
    end
end
always_comb begin : in_comb
    if(size) begin
        if(state == OUTPUT) begin
            case(counter)
                5'd0: begin
                    ina[0][0] = X[0]; 
                    ina[1][0] = 0;
                    ina[2][0] = 0;
                    ina[3][0] = 0;
                end
                5'd1: begin
                    ina[0][0] = X[4]; 
                    ina[1][0] = X[1];
                    ina[2][0] = 0;
                    ina[3][0] = 0;
                end
                5'd2: begin
                    ina[0][0] = X[8]; 
                    ina[1][0] = X[5];
                    ina[2][0] = X[2];
                    ina[3][0] = 0;
                end
                5'd3: begin
                    ina[0][0] = X[12]; 
                    ina[1][0] = X[9];
                    ina[2][0] = X[6];
                    ina[3][0] = X[3];
                end
                5'd4: begin
                    ina[0][0] = 0; 
                    ina[1][0] = X[13];
                    ina[2][0] = X[10];
                    ina[3][0] = X[7];
                end
                5'd5: begin
                    ina[0][0] = 0; 
                    ina[1][0] = 0;
                    ina[2][0] = X[14];
                    ina[3][0] = X[11];
                end
                5'd6: begin
                    ina[0][0] = 0; 
                    ina[1][0] = 0;
                    ina[2][0] = 0;
                    ina[3][0] = X[15];
                end
                default: begin
                    ina[0][0] = 0; 
                    ina[1][0] = 0;
                    ina[2][0] = 0;
                    ina[3][0] = 0;
                end
            endcase
        end
        else begin
            ina[0][0] = 0; 
            ina[1][0] = 0;
            ina[2][0] = 0;
            ina[3][0] = 0;
        end
    end
    else begin
        ina[0][0] = 0;
        ina[1][0] = 0;
        if(state == OUTPUT) begin
            case(counter)
                5'd0: begin
                    ina[2][0] = X[8];
                    ina[3][0] = 0;
                end
                5'd1: begin
                    ina[2][0] = X[12];
                    ina[3][0] = X[9];
                end
                5'd2: begin
                    ina[2][0] = 0;
                    ina[3][0] = X[13];
                end
                default: begin
                    ina[2][0] = 0;
                    ina[3][0] = 0;
                end
            endcase
        end
        else begin
            ina[2][0] = 0;
            ina[3][0] = 0;
        end
    end
    inb[0][0] = 0;
    inb[0][1] = 0;
    inb[0][2] = 0;
    inb[0][3] = 0;
    ina[0][1] = outd[0][0];
    ina[0][2] = outd[0][1];
    ina[0][3] = outd[0][2];
    ina[1][1] = outd[1][0];
    ina[1][2] = outd[1][1];
    ina[1][3] = outd[1][2];
    ina[2][1] = outd[2][0];
    ina[2][2] = outd[2][1];
    ina[2][3] = outd[2][2];
    ina[3][1] = outd[3][0];
    ina[3][2] = outd[3][1];
    ina[3][3] = outd[3][2];
    for(integer i=1;i<4;i+=1)begin
        for(integer j=0;j<4;j+=1)begin
            inb[i][j] = outc[i-1][j];
        end
    end
end
MAC mac11(.clk(clk), .rst_n(rst_n), .ina(ina[0][0]), .inb(inb[0][0]), .outc(outc[0][0]), .outd(outd[0][0]), .W(W[0]));
MAC mac12(.clk(clk), .rst_n(rst_n), .ina(ina[0][1]), .inb(inb[0][1]), .outc(outc[0][1]), .outd(outd[0][1]), .W(W[1]));
MAC mac13(.clk(clk), .rst_n(rst_n), .ina(ina[0][2]), .inb(inb[0][2]), .outc(outc[0][2]), .outd(outd[0][2]), .W(W[2]));
MAC mac14(.clk(clk), .rst_n(rst_n), .ina(ina[0][3]), .inb(inb[0][3]), .outc(outc[0][3]), .outd(outd[0][3]), .W(W[3]));
MAC mac21(.clk(clk), .rst_n(rst_n), .ina(ina[1][0]), .inb(inb[1][0]), .outc(outc[1][0]), .outd(outd[1][0]), .W(W[4]));
MAC mac22(.clk(clk), .rst_n(rst_n), .ina(ina[1][1]), .inb(inb[1][1]), .outc(outc[1][1]), .outd(outd[1][1]), .W(W[5]));
MAC mac23(.clk(clk), .rst_n(rst_n), .ina(ina[1][2]), .inb(inb[1][2]), .outc(outc[1][2]), .outd(outd[1][2]), .W(W[6]));
MAC mac24(.clk(clk), .rst_n(rst_n), .ina(ina[1][3]), .inb(inb[1][3]), .outc(outc[1][3]), .outd(outd[1][3]), .W(W[7]));
MAC mac31(.clk(clk), .rst_n(rst_n), .ina(ina[2][0]), .inb(inb[2][0]), .outc(outc[2][0]), .outd(outd[2][0]), .W(W[8]));
MAC mac32(.clk(clk), .rst_n(rst_n), .ina(ina[2][1]), .inb(inb[2][1]), .outc(outc[2][1]), .outd(outd[2][1]), .W(W[9]));
MAC mac33(.clk(clk), .rst_n(rst_n), .ina(ina[2][2]), .inb(inb[2][2]), .outc(outc[2][2]), .outd(outd[2][2]), .W(W[10]));
MAC mac34(.clk(clk), .rst_n(rst_n), .ina(ina[2][3]), .inb(inb[2][3]), .outc(outc[2][3]), .outd(outd[2][3]), .W(W[11]));
MAC mac41(.clk(clk), .rst_n(rst_n), .ina(ina[3][0]), .inb(inb[3][0]), .outc(outc[3][0]), .outd(outd[3][0]), .W(W[12]));
MAC mac42(.clk(clk), .rst_n(rst_n), .ina(ina[3][1]), .inb(inb[3][1]), .outc(outc[3][1]), .outd(outd[3][1]), .W(W[13]));
MAC mac43(.clk(clk), .rst_n(rst_n), .ina(ina[3][2]), .inb(inb[3][2]), .outc(outc[3][2]), .outd(outd[3][2]), .W(W[14]));
MAC mac44(.clk(clk), .rst_n(rst_n), .ina(ina[3][3]), .inb(inb[3][3]), .outc(outc[3][3]), .outd(outd[3][3]), .W(W[15]));
always_comb begin : time_comb
        w_time = size ? 15 : 3;
        m_time = w_time - 1;
        o_time = size ?  11 :  5;
end
always_ff @(posedge clk or negedge rst_n) begin : size_seq
    if(!rst_n)begin
        size <= 0;
    end
    else begin
        size <= (in_valid && state == IDLE) ? matrix_size : size;
    end
end
always_ff @(posedge clk or negedge rst_n) begin : counter_seq
    if(!rst_n)begin
        counter <= 0;
    end
    else begin
        casez(state)
            IDLE: begin
                counter <= 0;
            end
            WEIGHT: begin
                counter <= (counter == w_time) ? 0 : counter + 1;
            end
            MATRIX: begin
                counter <= (counter == m_time) ? 0 : counter + 1;
            end
            OUTPUT: begin
                counter <= (counter == o_time) ? 0 : counter + 1;
            end
        endcase
    end
end
always_ff @(posedge clk or negedge rst_n)begin : state_seq
    if(!rst_n)begin
        curr_state <= IDLE;
    end
    else begin
        curr_state <= nxt_state;
    end
end
always_comb begin : state_comb
    state = curr_state;
    casez (curr_state)
        IDLE: begin
            nxt_state = in_valid ? WEIGHT : IDLE;
        end
        WEIGHT:begin
            nxt_state = counter == w_time ? MATRIX : WEIGHT;
        end
        MATRIX:begin
            if(size) begin
                nxt_state = counter == m_time ? OUTPUT : MATRIX;
            end
            else begin
                nxt_state = counter == m_time ? OUTPUT : MATRIX;
            end
        end
        OUTPUT: begin
            nxt_state = counter == o_time ? IDLE : OUTPUT;
        end
        default: nxt_state = 'bx;
    endcase
end
always_comb begin : out_comb
    add_result =  outc[3][0] + outc[3][1] + outc[3][2] + outc[3][3] ;
    out_valid = (state == OUTPUT) && (size ? counter >= 5  : counter >= 3 );
end
always_ff @(posedge clk or negedge rst_n) begin : out_seq
    if(!rst_n)begin
        out_value <= 0;
    end
    else begin
        out_value <= add_result;
    end
end
endmodule
==> design/flow/run.sh <==
#!/bin/bash
# OpenROAD 26Q1-2900-gdf79404cd8, Yosys 0.63+post, stock flow scripts
make -C /OpenROAD-flow-scripts/flow DESIGN_CONFIG=/design/flow/config.mk WORK_HOME=/design/flow/orfs finish
==> design/flow/config.mk <==
export PLATFORM = sky130hd
export DESIGN_NAME = SS
export DESIGN_NICKNAME = SS
export VERILOG_FILES = /design/flow/design.v
export SDC_FILE = /design/flow/constraint.sdc
export NUM_CORES = 4
export LEC_CHECK = 1
export CORE_UTILIZATION = 50
==> design/flow/constraint.sdc <==
current_design SS

set clk_period 34.9
set clk_io_pct 0.2

create_clock -name clk0 -period $clk_period [get_ports {clk}]

set non_clock_inputs [all_inputs -no_clocks]
set_input_delay [expr $clk_period * $clk_io_pct] -clock clk0 $non_clock_inputs
set_output_delay [expr $clk_period * $clk_io_pct] -clock clk0 [all_outputs]
==> results.ini <==
[run_status]
status=complete, no violations

[place]
place.gp.congestion=0.970
place_ws_ns=23.95
hpwl_um=431000
place_area_sq_um=202000
io_buffers=57

[clock_network]
root_buffer=clkbuf_16
ctsResizeCount=0
clockBufferDepth=4
insertion_delay_ns=0.91
clk_pin_slew_worst_paths_ns=0.06
tritoncts=done
hold_buffers=0
post_cts_buffers=0
cts-buffers-inserted=157
htreeDepth=4
cts.sinks=1287

[logic_synthesis]
simple_gate_share_pct=14.3
yosys_cells=20900
syn_area_sq_um=195000
logic_family=adder cells
ys_seq_share_pct=16.6
xor_share_pct=3.76
synthMuxAreaShare_pct=1.57
yosys.cell_types.count=97
netlist_instances=20900
ys_warn_count=16
yosys-stat-area_sq_um=195000
synth_flops=1287
syn_area_per_cell_sq_um=9.29
yosys_most_used_dff=dfrtp_1
async_reset_ff_share_pct=100
synth_adder_area_share_pct=46.2
edf_count=0
aoi_share_pct=8.60

[routing]
antenna_left=0
drt_iter0_drc=6758
first_pass_iters=8
post_drt_via_cell_ratio=5.36
drcViolationCount=0
routed_wl_um=542000
wire_per_inst_um=20.8
vias=140000

[power]
power-per-cell-area_nw_per_um2=43.2
irDropWorstVdd_mv=0.0662
p_leak_nw=107

[floorplan]
die_height_um=626
chipArea_sq_um=392000
ios=61
rows=228
die_w_um=626
fp_util_pct=50.3
fp.coreArea_sq_um=387000

[final_layout]
drive_gt1_share_pct=5.36
lay_top_count=inv_1
lay_top_cells=inv_1, nand2_1, fa_1
fill_cells=34700
fin_area_sq_um=208000
syn2layout_area_growth_pct=6.80

[final_timing]
finalCriticalPeriod_ns=10.79
fmax_mhz=92.7
drv_slew=0
tns_ns=0
relSlewSlack_pct=26.0
setup_violations=0
finalHoldViolations=0
fin_ws_ns=24.11
finClkSkew_ns=0.0835
period_used_pct=30.9
worst_pin_slew_ns=1.11
rsz0062_at_grt=no

[critical_path]
crit_path_start_kind=register
rr_startpoint=counter[0]
crit_path_max_incr_delay_ns=0.51
crit_top_cell=buf_4
cp.arrival_ns=3.81
critPathKind=reg2out
cp.required_ns=27.92
worstPathMaxFanout=38
crit_path_top_delay_cell=a2111oi_0
endpoint_kind=output pin
startpoint=counter[0]
worstPathCellList=ha_1 -> nor4b_2 -> buf_4 -> buf_4 -> a211oi_1 -> a21oi_1 -> a2111oi_0 -> nor2_1 -> clkdlybuf4s50_1

[grt]
grt_pass1_vias=147000
grt_pass1_wl_um=862000
overflow=0
grt_max_degree=116
antenna_found_initial=44
grt_use_total_pct=30.8

[job]
drv_cap=0
tool_warnings=40

[worst_hold_path]
min_from=mac33.outc[33]
hp-class=reg2reg

cell type report:
class,instances,area [sq um],area share [%]
diodes,21,52.6,0.0253
repair buffers,528,4160,2.00
flip-flops and latches,1287,32200,15.5
clock buffers,210,4420,2.13
inverters,3788,14200,6.84
multi-input cells,15000,145000,69.9
well taps,5175,6470,3.12
clock inverters,73,978,0.471
worst max-delay path: cells and delay by family, from the launching register on:
family	cells	cell delay (ns)
AND-OR/OR-AND	3	0.84
adder cells (fa/ha/maj)	1	0.33
buffers and inverters	3	1.00
flip-flops	1	0.49
AND/OR/NAND/NOR	2	0.26
final timing paths:
check / cells after the start / slack, ns / to
worst max-delay path: 9 / 24.11 / out_valid
worst min-delay path: 1 / 0.47 / mac43.outc[33]
worst max register to register: 35 / 24.36 / mac41.outc[30]
worst min register to register: 1 / 0.47 / mac43.outc[33]
max in group asynchronous: 7 / 25.17 / mac12.outd[12]
min in group asynchronous: 1 / 5.94 / out_value[4]
per-stage QoR:
step | total power [mW] | hold WS (ns) | util (%) | std cells
global route | 9.62 | 0.499 | 53.8 | 26100
global placement | 7.22 | 0.454 | 52.3 | 25800
detailed placement | 7.21 | 0.463 | 52.3 | 25800
finish | 8.98 | 0.469 | 53.8 | 26100
floorplan | 5.23 | 0.425 | - | 20900
CTS | 9.03 | 0.470 | 53.7 | 26100
cell usage after synthesis (all sizes together) (31+ instances only):
library cell,n,share of area (%)
o21bai,112,0.43
nor2b,119,0.39
dfrtp,1286,17
buf,64,0.13
mux2,257,1.5
a21o,417,1.6
a211oi,84,0.33
o31ai,42,0.17
nand2,3388,6.5
o21ai,558,1.4
nand4,39,0.13
xnor2,603,2.7
fa,3186,33
or3,31,0.10
nand3,146,0.38
a22oi,66,0.25
xor2,233,1.0
clkbuf,788,1.5
nor2,414,0.80
a21oi,810,2.1
and3,85,0.27
inv,3786,7.3
nor3,92,0.24
a222oi,32,0.16
a31oi,93,0.30
a221oi,48,0.22
o21a,96,0.37
ha,2092,13
and2,1517,4.9
nand2b,105,0.34
power breakdown:
group	switching [mW]	internal, mW	leakage (nW)	total [mW]
clock network	0.721	1.02	2.63	1.74
registers	0.498	1.84	17.4	2.34
logic	3.21	1.69	86.6	4.90
cells by family after synthesis:
group | count (synthesis)
adders and majority gates | 5278
and+or+nand+nor | 6008
buffers and inverters | 4640
AOI/OAI and AO/OA | 2623
DFF | 1287
xor gates and xnor gates | 836
muxes | 273
other | 1
flip-flops by register name (all words and copies together) (netlist names), 33 cells and up:
register,flops
mac31.outc,34
mac44.outc,35
mac42.outc,35
mac21.outc,33
mac22.outc,33
mac43.outc,35
out_value,37
mac24.outc,33
mac41.outc,35
mac23.outc,33
mac34.outc,34
X,256
W,256
mac33.outc,34
mac32.outc,34
routing by layer:
metal | up-vias | GRT usage (%) | routed length (um)
met3 | 824 | 12.8 | 57000
li1 | 64800 | - | -
met1 | 70200 | 43.8 | 220000
met5 | - | 0.272 | 265
met4 | 22 | 10.1 | 23500
met2 | 4090 | 44.9 | 241000
Power figures rest on the tool's default switching activity, not on a simulated workload.
