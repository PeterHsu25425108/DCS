[flow/run.sh]
#!/bin/bash
# OpenROAD 26Q1-2900-gdf79404cd8, Yosys 0.63+post, stock flow scripts
make -C /OpenROAD-flow-scripts/flow DESIGN_CONFIG=/design/flow/config.mk WORK_HOME=/design/flow/orfs finish
[flow/config.mk]
export PLATFORM = sky130hd
export DESIGN_NAME = DCT
export DESIGN_NICKNAME = DCT
export VERILOG_FILES = /design/flow/design.v
export SDC_FILE = /design/flow/constraint.sdc
export NUM_CORES = 4
export LEC_CHECK = 1
export CORE_UTILIZATION = 30
export SYNTH_HDL_FRONTEND = slang
[flow/constraint.sdc]
current_design DCT

set clk_period 24.7
set clk_io_pct 0.2

create_clock -name clk0 -period $clk_period [get_ports {clk}]

set non_clock_inputs [all_inputs -no_clocks]
set_input_delay [expr $clk_period * $clk_io_pct] -clock clk0 $non_clock_inputs
set_output_delay [expr $clk_period * $clk_io_pct] -clock clk0 [all_outputs]
[flow/design.v]
module DCT(
	clk,
	rst_n,
	in_valid,
	in_data,
	out_valid,
	out_data
);
input        clk, rst_n, in_valid;
input signed [7:0]in_data;
output logic out_valid;
output logic signed[9:0]out_data;
integer i,j;
parameter IDLE = 0;
parameter INPUT = 1;
parameter CAL = 2;
parameter CAL2 = 3;
parameter OUTPUT = 4;
logic signed [7:0]dctmtx[0:3][0:3];
logic signed [7:0]dctmtxt[0:3][0:3];
logic signed [9:0]buffer[0:3][0:3];
logic [2:0]STATE,NS;
logic [3:0]input_cnt, input_cnt_nxt;
logic signed [7:0]inbuffer[0:3][0:3];
logic signed [7:0]inbuffer_nxt[0:3][0:3];
logic signed [32:0]mul[0:3];
logic signed [32:0]result;
logic [3:0]output_cnt, output_cnt_nxt, counter, counter_nxt;
logic signed [9:0]outbuffer[0:3][0:3];
assign dctmtx[0][0] = 8'b01000000;
assign dctmtx[0][1] = 8'b01000000;
assign dctmtx[0][2] = 8'b01000000;
assign dctmtx[0][3] = 8'b01000000;
assign dctmtx[1][0] = 8'b01010011;
assign dctmtx[1][1] = 8'b00100010;
assign dctmtx[1][2] = 8'b11011110;
assign dctmtx[1][3] = 8'b10101101;
assign dctmtx[2][0] = 8'b01000000;
assign dctmtx[2][1] = 8'b11000000;
assign dctmtx[2][2] = 8'b11000000;
assign dctmtx[2][3] = 8'b01000000;
assign dctmtx[3][0] = 8'b00100010;
assign dctmtx[3][1] = 8'b10101101;
assign dctmtx[3][2] = 8'b01010011;
assign dctmtx[3][3] = 8'b11011110;
assign dctmtxt[0][0] = 8'b01000000;
assign dctmtxt[1][0] = 8'b01000000;
assign dctmtxt[2][0] = 8'b01000000;
assign dctmtxt[3][0] = 8'b01000000;
assign dctmtxt[0][1] = 8'b01010011;
assign dctmtxt[1][1] = 8'b00100010;
assign dctmtxt[2][1] = 8'b11011110;
assign dctmtxt[3][1] = 8'b10101101;
assign dctmtxt[0][2] = 8'b01000000;
assign dctmtxt[1][2] = 8'b11000000;
assign dctmtxt[2][2] = 8'b11000000;
assign dctmtxt[3][2] = 8'b01000000;
assign dctmtxt[0][3] = 8'b00100010;
assign dctmtxt[1][3] = 8'b10101101;
assign dctmtxt[2][3] = 8'b01010011;
assign dctmtxt[3][3] = 8'b11011110;
always_ff@(posedge clk or negedge rst_n)begin
	if(~rst_n)begin
		STATE<=0;
		out_valid<=0;
		out_data<=0;
        counter <= 0;
	end
	else begin
		STATE<=NS;
		out_valid<= (STATE==OUTPUT);
		out_data<= (STATE==OUTPUT ? outbuffer[output_cnt[3:2]][output_cnt[1:0]] : 0);
        counter <= counter_nxt;
	end
end
always_comb begin
    counter_nxt = counter;
	result = 0;
	case(STATE)
		IDLE:begin
			if(in_valid)	NS = INPUT;
			else 			NS = STATE;
		end
		INPUT:begin
			if(~in_valid)	begin
                NS = CAL;
                counter_nxt = 0;
            end
			else 			NS = STATE;
		end
        CAL: begin
            if (counter == 15) begin
                NS = CAL2;
                counter_nxt = 0;
            end
            else NS = STATE;
            counter_nxt = counter+1;
			mul[0] = dctmtx[counter[3:2]][0] * inbuffer[0][counter[1:0]];
            mul[1] = dctmtx[counter[3:2]][1] * inbuffer[1][counter[1:0]];
            mul[2] = dctmtx[counter[3:2]][2] * inbuffer[2][counter[1:0]];
            mul[3] = dctmtx[counter[3:2]][3] * inbuffer[3][counter[1:0]];
            result = (mul[0]+mul[1]+mul[2]+mul[3])/128;
        end
        CAL2: begin
            if (counter == 15) begin
                NS = OUTPUT;
                counter_nxt = 0;
            end
            else NS = STATE;
            counter_nxt = counter+1;
            mul[0] = buffer[counter[3:2]][0] * dctmtxt[0][counter[1:0]];
            mul[1] = buffer[counter[3:2]][1] * dctmtxt[1][counter[1:0]];
            mul[2] = buffer[counter[3:2]][2] * dctmtxt[2][counter[1:0]];
            mul[3] = buffer[counter[3:2]][3] * dctmtxt[3][counter[1:0]];
            result = (mul[0]+mul[1]+mul[2]+mul[3])/128;
        end
		OUTPUT:begin
			if(output_cnt==15)NS = IDLE;
			else 			NS = STATE;
		end
		default:begin
			NS = STATE;
        end
	endcase
end
always_ff@(posedge clk or negedge rst_n)begin
	if(~rst_n)begin
		input_cnt<=0;
	end
	else begin
		if(in_valid)begin
			input_cnt<=input_cnt+1;
		end
		else begin
			input_cnt<=0;
		end
	end
end
always_ff@(posedge clk or negedge rst_n)begin
	if(~rst_n)begin
		for(integer i=0;i<4;i=i+1)begin
			for(integer j=0;j<4;j=j+1)begin
				inbuffer[i][j]<=0;
			end
		end
	end
	else begin
		if(in_valid)begin
			inbuffer[input_cnt[3:2]][input_cnt[1:0]]<=in_data;
		end
	end
end
always_ff@(posedge clk or negedge rst_n)begin
	if(~rst_n)begin
		output_cnt<=0;
	end
	else begin
		if(STATE==OUTPUT)begin
			output_cnt<=output_cnt+1;
		end
		else begin
			output_cnt<=0;
		end
	end
end
always_ff@(posedge clk or negedge rst_n)begin
	if(~rst_n)begin
		for(integer i=0;i<4;i=i+1)begin
			for(integer j=0;j<4;j=j+1)begin
				outbuffer[i][j]<=0;
				buffer[i][j]<=0;
			end
		end
	end
	else begin
		if(STATE==CAL)begin
			buffer[counter[3:2]][counter[1:0]]<=result;
		end
		else if (STATE==CAL2) begin
			outbuffer[counter[3:2]][counter[1:0]]<=result;
		end
	end
end
endmodule
==> node_exporter_impl.prom <==
# HELP chip_impl_metric Synthesis and place-and-route metrics
# TYPE chip_impl_metric gauge
chip_impl_metric{name="ys_sh_simple",unit=""} 0.0932
chip_impl_metric{name="arrival",unit="ns"} 11.40
chip_impl_metric{name="place_congestion",unit=""} 0.950
chip_impl_info{name="critPathSlowestCell",value="sky130_fd_sc_hd__mux2i_2"} 1
chip_impl_metric{name="area_delta_synth_final",unit="%"} 9.77
chip_impl_metric{name="clk_pin_slew_worst_paths",unit="ns"} 0.06
chip_impl_info{name="lay_top_count",value="sky130_fd_sc_hd__inv_1"} 1
chip_impl_metric{name="final-seq-area",unit="µm²"} 11900
chip_impl_metric{name="drt_first_pass_iters",unit=""} 5
chip_impl_metric{name="timing.final.max_slew_violations",unit=""} 0
chip_impl_info{name="dominantRegCellSynth",value="sky130_fd_sc_hd__dfrtp_1"} 1
chip_impl_metric{name="postSynthRegisterBits",unit=""} 476
chip_impl_metric{name="core_util_floorplan",unit=""} 0.304
chip_impl_metric{name="final.period_utilization",unit=""} 0.444
chip_impl_metric{name="finClkSkew",unit="ns"} 0.0237
chip_impl_metric{name="insertedDiodeCount",unit=""} 0
chip_impl_metric{name="timing.final.setup_violations",unit=""} 0
chip_impl_metric{name="wl",unit="mm"} 96.1
chip_impl_metric{name="instances_no_fill",unit=""} 5719
chip_impl_metric{name="die-area",unit="µm²"} 141000
chip_impl_metric{name="post_synth_instance_area",unit="µm²"} 41900
chip_impl_metric{name="path_max_fanout",unit=""} 53
chip_impl_metric{name="proportion_of_layout_cells_with_a_drive_suffix_above_1",unit=""} 0.112
chip_impl_metric{name="syn_avg_cell_area",unit="µm²"} 10.8
chip_impl_metric{name="post_synth_ao_oa_area_fraction",unit=""} 0.0596
chip_impl_metric{name="first_global_vias",unit=""} 28399
chip_impl_info{name="min_path_type",value="flop to flop"} 1
chip_impl_metric{name="timing.slew.headroom",unit=""} 0.322
chip_impl_metric{name="dp.cells",unit=""} 5624
chip_impl_info{name="cts_root_buf",value="sky130_fd_sc_hd__clkbuf_16"} 1
chip_impl_metric{name="worst_ep_required_time",unit="ns"} 25.14
chip_impl_metric{name="placed_area",unit="µm²"} 44200
chip_impl_metric{name="cts.repair.resized",unit=""} 0
chip_impl_info{name="unrepaired_setup_endpoints_after_global_routing",value="false"} 1
chip_impl_info{name="crit_type",value="flop to flop"} 1
chip_impl_metric{name="final_area",unit="µm²"} 46000
chip_impl_metric{name="floorplan.die.height",unit="µm"} 376
chip_impl_metric{name="tightestPinTransition",unit="ns"} 1.01
chip_impl_metric{name="finalSetupTns",unit="ns"} 0
chip_impl_metric{name="number_of_top_level_pins",unit=""} 22
chip_impl_metric{name="post_synth_num_cell_types",unit=""} 65
chip_impl_metric{name="drt-wirelength-per-cell",unit="µm"} 16.8
chip_impl_metric{name="yosysWarningCount",unit=""} 0
chip_impl_metric{name="synth.yosys.seq_area_share",unit=""} 0.284
chip_impl_metric{name="period_minus_slack",unit="ns"} 10.96
chip_impl_metric{name="ys_cells",unit=""} 3868
chip_impl_metric{name="cts.sink_count",unit=""} 476
chip_impl_metric{name="post-route-util",unit=""} 0.333
chip_impl_metric{name="cts_buffers",unit=""} 52
chip_impl_info{name="cp_common_cell",value="sky130_fd_sc_hd__fa_1"} 1
chip_impl_info{name="worst_setup_path_start_kind",value="flop"} 1
chip_impl_metric{name="detailedRoute.firstIterationViolations",unit=""} 1186
chip_impl_metric{name="synth_cells",unit=""} 3868
chip_impl_metric{name="area.combinational",unit="µm²"} 26500
chip_impl_metric{name="tally_of_nets_with_antenna_violations_remaining_after_routing",unit=""} 0
chip_impl_metric{name="rows",unit=""} 136
chip_impl_metric{name="cts_post_setup_buffers_inserted",unit=""} 0
chip_impl_metric{name="port-buffer-count",unit=""} 21
chip_impl_metric{name="ctsHtreeMaxLevel",unit=""} 2
chip_impl_metric{name="synth_chip_area",unit="µm²"} 41900
chip_impl_info{name="yosys-dominant-comb-family",value="adder cells"} 1
chip_impl_metric{name="max-cap-violations",unit=""} 0
chip_impl_metric{name="synth.cellmix.xorXnorShare",unit=""} 0.0136
chip_impl_metric{name="grt_remaining_overflow",unit=""} 0
chip_impl_metric{name="routed-via-count",unit=""} 25984
chip_impl_metric{name="synth_async_sr_flop_share",unit=""} 1.00
chip_impl_info{name="layout_top_cells",value="sky130_fd_sc_hd__inv_1 (772), sky130_fd_sc_hd__fa_1 (575), sky130_fd_sc_hd__dfrtp_1 (469)"} 1
chip_impl_metric{name="hpwlAfterDp",unit="mm"} 74.5
chip_impl_metric{name="fmaxAchievable",unit="GHz"} 0.0912
chip_impl_metric{name="openroad.warnings",unit=""} 41
chip_impl_metric{name="final_hold_viol_count",unit=""} 0
chip_impl_metric{name="fp.dieW",unit="µm"} 376
chip_impl_metric{name="grt_start_max_net_pins",unit=""} 100
chip_impl_info{name="status",value="finished, final reports clean"} 1
chip_impl_metric{name="antenna_found_initial",unit=""} 0
chip_impl_metric{name="area_of_the_placeable_core",unit="µm²"} 138000
chip_impl_metric{name="global_route_wire_length_before_repair",unit="mm"} 159
chip_impl_metric{name="gr-usage-all-layers",unit=""} 0.150
chip_impl_metric{name="yosys.area_share.adder",unit=""} 0.363
chip_impl_metric{name="yosys-mux-area-fraction",unit=""} 0.101
chip_impl_metric{name="fillcell_total",unit=""} 13681
chip_impl_metric{name="enable_flop_cells",unit=""} 0
chip_impl_info{name="crit_path_end_kind",value="flop"} 1
chip_impl_metric{name="critical_path.max_stage_delay",unit="ns"} 0.81
chip_impl_metric{name="insertion_delay",unit="ns"} 0.61
chip_impl_metric{name="drt-vias-per-instance",unit=""} 4.54
chip_impl_info{name="cts_tree",value="yes"} 1
chip_impl_metric{name="clk_path_buf_depth",unit=""} 3
chip_impl_metric{name="route.detailed.drc",unit=""} 0
chip_impl_metric{name="cts_hold_repair.buffers",unit=""} 0
-- worst paths after layout --
check,from,endpoint,slack (ns),depth (start not counted)
min in group asynchronous,rst_n,outbuffer[58],4.36,1
worst max-delay path,counter[0],buffer[87],13.74,30
worst max register to register,counter[0],buffer[87],13.74,30
max in group asynchronous,rst_n,outbuffer[109],18.40,3
worst min-delay path,buffer[77],buffer[77],0.47,2
worst min register to register,buffer[77],buffer[77],0.47,2
-- area by class of cell --
type | count | share of cell area
clock buffers | 75 | 0.0330
flip-flops and latches | 476 | 0.259
multi-input cells | 2443 | 0.575
well taps | 1863 | 0.0507
repair buffers | 69 | 0.0125
inverters | 773 | 0.0631
clock inverters | 20 | 0.00601
-- stage by stage --
step	hold WS, ns	setup slack (ns)
CTS	0.478	13.75
global placement	0.454	13.95
floorplan	0.406	14.76
finish	0.473	13.74
detailed placement	0.463	13.78
global route	0.496	13.05
-- layer usage --
metal / vias to the layer above / global-route usage / wire [µm]
li1: 12133 / - / -
met5: - / 0 / 0
met1: 13204 / 0.213 / 41600
met2: 553 / 0.237 / 45800
met3: 94 / 0.0448 / 6570
met4: 0 / 0.0274 / 2060
-- registers in the layout (all words and copies together), names as in the netlist, named ones only --
name,count
outbuffer,160
input_cnt,4
output_cnt,4
out_valid,1
counter,4
buffer,160
STATE,4
out_data,10
inbuffer,128
-- synthesized netlist by cell type, drive strengths merged, types with 3 or more instances --
master | count | area, µm²
xnor2 | 47 | 412
inv | 773 | 2900
a21o | 5 | 37.5
dfrtp | 475 | 11900
a21oi | 43 | 215
o211ai | 11 | 92.6
ha | 294 | 3680
o21ai | 320 | 1640
or4 | 5 | 45.0
xor2 | 18 | 158
mux2 | 130 | 1460
mux4 | 122 | 2750
nand4 | 4 | 25.0
a211oi | 8 | 70.1
nand2b | 18 | 113
and2 | 189 | 1180
nand3 | 42 | 215
buf | 23 | 97.6
a22oi | 8 | 60.1
and3 | 4 | 25.0
mux2i | 3 | 30.0
nor3 | 29 | 145
o211a | 4 | 47.6
o21bai | 3 | 22.5
clkbuf | 153 | 574
a31oi | 21 | 131
nor4 | 6 | 73.8
nor2b | 44 | 275
nand2 | 420 | 1580
fa | 575 | 11500
nor2 | 44 | 165
-- logic make-up after synthesis --
| family | Yosys count |
|---|---|
| buf+inv | 949 |
| flops | 476 |
| fa+ha+maj | 869 |
| simple gates | 811 |
| other cells | 1 |
| mux | 255 |
| compound gates | 442 |
| xor+xnor | 65 |
-- worst max-delay path: cells and delay by family (launching register included) --
kind / cells / cell delay (ns)
flip-flops: 1 / 0.57
buffers and inverters: 5 / 1.60
multiplexers: 1 / 0.81
AND-OR/OR-AND: 8 / 2.04
adder cells (fa/ha/maj): 11 / 4.76
XOR/XNOR: 1 / 0.15
AND/OR/NAND/NOR: 4 / 0.83
